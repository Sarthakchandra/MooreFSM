<file path="flow/design.v">
`timescale 1ns / 1ps
module clk_divider
    # (
        parameter div_value = 2499999        
     )
     (
    input clk_in,
    output reg divided_clk = 0
    );
    reg [31:0] count_reg = 0, count_next;        
    always @(posedge clk_in) 
    begin
        if(count_reg == div_value)               
            count_reg <= 0;
        else
            count_reg <= count_next;
    end
    always @(*)
        count_next = count_reg + 1;
       always @(posedge clk_in)
       begin
            if(count_reg == div_value)           
                divided_clk <= ~divided_clk;
            else 
                divided_clk <= divided_clk;
       end
endmodule
</file>
<file path="flow/run.sh">
#!/bin/bash
# OpenROAD 26Q1-2900-gdf79404cd8, Yosys 0.63+post, stock flow scripts
make -C /OpenROAD-flow-scripts/flow DESIGN_CONFIG=/design/flow/config.mk WORK_HOME=/design/flow/orfs finish
</file>
<file path="flow/config.mk">
export PLATFORM = sky130hd
export DESIGN_NAME = clk_divider
export DESIGN_NICKNAME = clk_divider
export VERILOG_FILES = /design/flow/design.v
export SDC_FILE = /design/flow/constraint.sdc
export NUM_CORES = 4
export LEC_CHECK = 1
export CORE_AREA = 10 10 106 106
export DIE_AREA = 0 0 116 116
</file>
<file path="flow/constraint.sdc">
current_design clk_divider

set clk_period 3.8
set clk_io_pct 0.2

create_clock -name clk0 -period $clk_period [get_ports {clk_in}]

set non_clock_inputs [all_inputs -no_clocks]
set_input_delay [expr $clk_period * $clk_io_pct] -clock clk0 $non_clock_inputs
set_output_delay [expr $clk_period * $clk_io_pct] -clock clk0 [all_outputs]
</file>
==> results_slide.txt <==
Physical Implementation Snapshot

Timing
  – Final period util: 0.498
  – Hold Violations, Final: 0
  – RSZ-0062 raised after global routing: false
  – Post-layout min period: 1890 ps
  – Max frequency: ~530 MHz
  – PnR worst setup slack: 1910 ps
  – Slew Viols, Final: 0
  – Fin Setup TNS: 0 ps
  – Worst Tran Pin Value: about 830 ps
  – Clock Skew: between 2 and 3 ps
  – Worst rel slew slack: 0.437
  – Final number of setup-violating endpoints: 0

Place
  – Cells after DPL: about 250
  – HPWL Detailed: around 1800 um
  – Gpl congestion: 0.805
  – Placed cell area: ~1600 sq um
  – Place WS: roughly 1900 ps
  – Port Buffers: 1

Cells and area
  – Layout cells sized above 1: 0.0855
  – Final Instance Count excl. Fillers: between 200 and 300
  – Max reg flops: 32
  – Area Growth Syn to Fin: 14.8%
  – Design area: about 1600 sq um

Logic synthesis
  – Post-synthesis sequential area ratio: 0.469
  – Share of async-settable or async-resettable flops after synthesis: 0
  – Top cells, area: dfxtp_1 45%, xnor2_1 9.8%, xor2_1 6.7%, and4_1 4.9%, nand4_1 4.4%
  – Ys cells: about 150
  – Flops & latches, synth: 33
  – Post-synthesis cell count: 148
  – Synth warnings: 1
  – Dominant cell area share: 0.448
  – Post-synthesis area per instance: between 9 and 10 sq um
  – Yosys cell types: 30
  – Mapped Area: 1430 sq um
  – Most common reg cell: dfxtp_1
  – Top cells by count, synth: 32 x dfxtp_1, 16 x xnor2_1, 11 x xor2_1
  – Yosys stat chip area: 1430 sq um
  – Top cell type by total area after synthesis: dfxtp_1
  – Flip-flops with a built-in enable: 1
  – Most frequent cell after synthesis: dfxtp_1

Clock tree
  – Setup bufs post-CTS: 0
  – Gates resized, CTS repair: 0
  – CTS tree: done
  – Clock latency on the worst-skew pair: 280 ps
  – CTS H-tree depth: 2
  – Max clock buf depth: 2
  – Hold Buf Count CTS: 0
  – Clock buffer count from CTS: 5
  – Root Buffer: clkbuf_8
  – Clk slew on worst S/H paths: ~60 ps
  – Clock Sinks: 33

Setup path
  – Critical Path Fanout Max: 8
  – Crit end category: flop
  – Worst Path Arrival: approximately 2100 ps
  – Reg2reg setup slack: roughly 1900 ps
  – Crit start category: flop
  – Crit Path Category: flop to flop
  – CP required: between 4000 and 5000 ps

Global routing
  – Number of global-route vias before repair: between 900 and 1000
  – Largest net degree at the start of global routing: 12
  – Antenna violations before repair: 0
  – First-pass GRT wire length: 4430 um
  – Total track usage: 0.0392
  – Total gr overflow: 0

Power and ir drop
  – Internal power: 0.491 mW
  – Cell leakage power: 0.572 nW
  – Sw Pwr: approximately 0.12 mW
  – Peak supply drop: between 0.1 and 0.15 mV
  – Combinational Power Share: 0
  – Seq pwr share: 0.569
  – Power per standard cell area: between 300 and 400 nW/um^2
  – Clock power share: 0.431
  – Sw Share: 0.196

Run
  – Log Warnings: 25
  – Max-cap violation count: 0

Floorplanning
  – Die area: roughly 13000 sq um
  – Ports: 2
  – Width of the die: 116 um
  – Row count: 34
  – Die H: approximately 120 um
  – Fp util: 0.162
  – Core area: just under 9000 sq um

Detailed routing
  – Residual DRC: 0
  – Drt total wl: around 2600 um
  – Vias per cell: around 4.0
  – Inserted Diodes: 0
  – Routed len/inst: slightly below 10 um
  – Routed Antenna Nets: 0
  – Iteration-0 DRC Markers: roughly 48
  – DR vias: about 1000
  – DR pass1 iterations: 4

Run status
  – Status: finished, final reports clean

Worst hold path
  – HP Class: flop to flop
-- logic make-up after synthesis --
| group | count (synthesis) | share of synthesized area |
|---|---|---|
| adder cells (fa/ha/maj) | 1 | 0.00874 |
| AND-OR/OR-AND | 6 | 0.0280 |
| XOR/XNOR | 27 | 0.165 |
| buffers and inverters | 9 | 0.0297 |
| AND/OR/NAND/NOR | 72 | 0.300 |
| flip-flops | 33 | 0.469 |
-- routing by layer --
layer  vias up  GRT usage  part of all wire
li1        540          -                 -
met1       491     0.0553              0.52
met2        10     0.0569              0.42
met3         6     0.0141             0.039
met4         0    0.00751             0.023
met5         -          0                 0
-- cells in the final DEF, fill, tap and decap left out, types with 6 or more instances in the layout --
master	n
dfxtp_1	32
xnor2_1	16
xor2_1	11
nand4_1	10
nand3_1	10
nor2_1	10
nand2_1	9
and4_1	8
nor3_1	7
clkbuf_8	6
-- worst max-delay path: stages, from the launching register on --
cell	delay (ps)
dfxtp_1	440
nand4_2	190
or3_1	540
or4_4	530
a21oi_2	140
-- cell type report --
cell class | instances | area [sq um]
Sequential cell | 33 | 671
Clock buffer | 7 | 86.3
Fill cell | 974 | 7210
Timing Repair Buffer | 2 | 17.5
Tap cell | 108 | 135
Multi-Input combinational cell | 106 | 718
Inverter | 4 | 15.0
-- power by group through the flow --
stage	Combinational [mW]	Clock, mW	Sequential [mW]
4_1_cts	0.000000258	0.267	0.347
5_1_grt	0.000000258	0.284	0.347
6_report	0.000000258	0.263	0.347
-- path summary, 6_finish.rpt --
check                              startpoint             to  cells after the start
worst max-delay path             count_reg[5]  count_reg[21]                      4
worst max register to register   count_reg[5]  count_reg[21]                      4
worst min register to register  count_reg[31]  count_reg[31]                      1
worst min-delay path            count_reg[31]  count_reg[31]                      1
-- metrics by stage --
stage	power (mW)	util	hold slack [ps]
2_1_floorplan	0.355	-	432
3_3_place_gp	0.355	0.176	448
3_5_place_dp	0.355	0.176	453
4_1_cts	0.614	0.186	466
5_1_grt	0.631	0.186	489
6_report	0.611	0.186	459
Power is estimated from default activity; no workload was simulated.

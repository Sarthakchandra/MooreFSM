## flow/config.mk

```make
export PLATFORM = sky130hd
export DESIGN_NAME = fsm_11011_moore
export DESIGN_NICKNAME = fsm_11011_moore
export VERILOG_FILES = /design/flow/design.v
export SDC_FILE = /design/flow/constraint.sdc
export NUM_CORES = 4
export LEC_CHECK = 1
export CORE_AREA = 10 10 70 70
export DIE_AREA = 0 0 80 80
```

## flow/constraint.sdc

```tcl
current_design fsm_11011_moore

set clk_period 1.8
set clk_io_pct 0.2

create_clock -name clk0 -period $clk_period [get_ports {clk_pulse}]

set non_clock_inputs [all_inputs -no_clocks]
set_input_delay [expr $clk_period * $clk_io_pct] -clock clk0 $non_clock_inputs
set_output_delay [expr $clk_period * $clk_io_pct] -clock clk0 [all_outputs]
```

## flow/design.v

```verilog
`timescale 1ns / 1ps
module fsm_11011_moore(
    input clk_pulse,
    input clear,
    input inp_1,
    output reg out,
    output reg [2:0] present_state
    );
    reg [2:0] next_state;         
    parameter S0=3'b000,S1=3'b001,S2=3'b010,S3=3'b011,S4=3'b100,S5 =3'b101;
    always @(posedge clk_pulse or posedge clear)  
        begin
            if (clear == 1'b1)
                present_state <= S0;
            else
                present_state <= next_state;
        end
    always@(*)               
        begin
            next_state = present_state;
                case(present_state)
                S0: if(inp_1 == 1'b1)
                       next_state = S1;
                    else
                        next_state = S0;
                S1: if(inp_1 == 1'b1)
                        next_state = S2;
                    else
                        next_state = S0;
                S2: if(inp_1 == 1'b1)
                         next_state = S2;
                     else
                         next_state = S3;
                S3: if(inp_1 == 1'b1)
                         next_state = S4;
                    else
                         next_state = S0;         
                S4: if(inp_1 == 1'b1)
                         next_state = S5;
                     else
                         next_state = S0;
                S5: if(inp_1 == 1'b1)
                         next_state = S1;
                     else
                         next_state = S0;
                endcase
        end
        always @(*)  
        begin
            if (present_state == S5)
                out<=1'b1;
            else
                out<=1'b0;    
        end
endmodule
```

## flow/run.sh

```bash
#!/bin/bash
# OpenROAD 26Q1-2900-gdf79404cd8, Yosys 0.63+post, stock flow scripts
make -C /OpenROAD-flow-scripts/flow DESIGN_CONFIG=/design/flow/config.mk WORK_HOME=/design/flow/orfs finish
```

==> Changelog: implementation <==
### Metrics

- Setup ws final: 69.8 ps
- Pin count of the biggest net entering global routing: 8
- Yosys Instances: 17
- Max-slew headroom: 0.868
- Slew @ Worst Pin: 198 ps
- YS warnings: 1
- Crit-path cells: inv_1 -> nor3_1 -> clkdlybuf4s50_1
- Setup TNS: 0 ps
- Power Dens Cells: 1410 mW/mm^2
- Async SR Flop Fraction: 1.00
- Ys flops: 3
- Static Leak: 0.124 nW
- Vias per inst: 2.21
- Maxcap violations: 0
- Syn_area_per_cell: 9.20 um^2
- Mux area share: 0
- Period utilisation layout: 0.961
- Clk pwr share: 0.261
- First-pass GRT wire length: 869 um
- Placed cells: 70
- Grt ovf: 0
- Worst-skew pair later-pin latency: 230 ps
- XOR Share, Synth: 0
- CTS Buf Count: 3
- CTS Sinks: 3
- RSZ-0062 raised after global routing: no
- Reg-to-Reg Start: present_state[1]$_DFFE_PP0P_
- Post-synth tally of flip-flops with integrated enable: 0
- Startpoint Class: flop
- I/O Pins: 7
- Synth Instances: 17
- R2r setup slk: 870 ps
- Dominant cell area share: 0.480
- Logic pwr share: 0.490
- ANT nets after route: 0
- Final core occ: 0.0945
- DR WL/cell: 6.80 um
- Max incr delay on CP: 510 ps
- Mapped cell area: 156 um^2
- Final Setup Violations: 0
- # DRC: 0
- Worst r2r path cells: 3
- Synthesis area per yosys: 156 um^2
- Clock Skew: 4.19 ps
- RR Endpoint: present_state[1]$_DFFE_PP0P_
- Post-Synth Adder-Cell Area: 0
- Register area share after synthesis: 0.480
- Clk slew on worst S/H paths: 40 ps
- Post-Layout Cell Count: 76
- Core box area: 0.00342 mm^2
- Worst Hold Class: in2async
- Biggest register: present_state
- DR pass1 iterations: 4
- Placed instance area: 282 um^2
- Rows: 21
- Port bufs: 6
- Status: finished, final reports clean
- Detailed Route WL: 517 um
- FP Core Util: 0.0458
- Tally of OpenROAD warnings: 25
- Cell with the largest stage delay on the worst path: clkdlybuf4s50_1
- Top flop regs: present_state (3)
- Final hold vios: 0
- Synth cell count leaders: a21oi_1, dfrtp_1, inv_1, o21ai_1
- Sw Pwr: 0.000146 W
- Total die size: 0.00640 mm^2
- Tmin final: 1730 ps
- Post-DP HPWL: 388 um
- Crit-path leading delay family: buffers and inverters
- Cell Type Count: 9
- Layout cell share with drive strength beyond 1: 0.267
- Die Y: 80 um
- Critical Path AT: 1370 ps
- Commonest flop: dfrtp_1
- Diode count: 0
- Initial antenna violation count: 0
- CP Capture Type: output port
- CTS tree: done
- Layout area overhead: 106%
- Die width: 80 um
- Slew Limit Fails: 0
- Gpl congestion: 0.765
- Sequential power share: 0.249
- CP Buf/Inv Count: 2
- Final instance area: 323 um^2
- Clock Path Buffers: 2
- Post-CTS Hold Buffers: 0
- Htree depth: 1
- Kind of critical path: reg2out
- Int Pwr: 0.000309 W
- Top area cell types: dfrtp_1, a21oi_1, o21ai_1
- Via Count: 168
- Vias in the first global route: 190
- CP max FO: 3
- Drt initial violations: 3
- Pre-CTS setup slack: 153 ps
- Switching share of total power: 0.321
- Post-synth top area cell: dfrtp_1
- Top non-seq family: AND-OR/OR-AND gates
- Clk root buf: clkbuf_4
- FMAX: 578 MHz
- Yosys aoi share: 0.272
- GRT Util Overall: 0.0167
- CP Data Required Time: 1440 ps
- Peak supply drop: 0.190 mV
- Simple-Gate Area Share: 0.176
- Number of flip-flops in the largest register: 3
## cell usage in the layout, fill, tap and decap left out
cell type and n:
buf_4 3, a21oi_1 3, clkdlybuf4s50_1 6, nor2_1 1, o31ai_2 1, nor3_1 1
dfrtp_1 3, nand3_1 1, inv_1 3, clkbuf_1 1, nand2b_4 1, clkbuf_4 3
o21ai_1 3
## worst max-delay path by stage
stage / from / end / slack (ps) / cells after the start
global route: present_state[2]$_DFFE_PP0P_ / out / 5 / 3
finish: present_state[2]$_DFFE_PP0P_ / out / 70 / 3
CTS: present_state[2]$_DFFE_PP0P_ / out / 9 / 3
## logic make-up (layout without fill, tap and decap cells)
family	after synthesis	in the layout
buf+inv	3	16
flops	3	3
compound gates	7	7
simple gates	4	4
## metrics by stage
step | hold WS, ps | power, W
final | 299 | 0.000455
after global routing | 316 | 0.000496
after CTS | 295 | 0.000462
after detailed placement | 543 | 0.000311
after global placement | 529 | 0.000304
after floorplan | 114 | 0.000206
## power by group through the flow
stage	Clock, W	Sequential (W)	Combinational, W
6_report	0.000119	0.000113	0.000223
5_1_grt	0.000131	0.000116	0.000249
4_1_cts	0.000121	0.000114	0.000228
## final cells by class
type | count | area [um^2]
fill | 405 | 3090
timing repair buffer | 9 | 82.6
sequential | 3 | 75.1
multi-input combinational | 11 | 70.1
tap | 46 | 57.6
clock buffer | 4 | 26.3
inverter | 3 | 11.3
## routing by layer
layer  GRT usage  wire, um
met1      0.0160       177
met2      0.0329       325
met3     0.00227         5
met4     0.00880         8
met5           0         0
## repair_timing
| item | CTS | global route |
|---|---|---|
| endpoints found under the setup margin | 1 | 0 |
| buffers inserted | 2 | 0 |
| gates resized | 0 | 0 |
Power and IR drop assume default switching activity.
